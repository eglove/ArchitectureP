==> design.v <==
`timescale 1ns / 1ns
module rfile(clk, rst,read_reg_1, read_reg_2,write_en, write_reg, write_data, read_data_1, read_data_2);
    input clk, rst;
    input [4:0] read_reg_1;
    output [31:0]  read_data_1;
    input [4:0] read_reg_2;
    output  [31:0]  read_data_2;
    input write_en;
    input [4:0]write_reg;
    input [31:0] write_data;
    reg [31:0] memory[0:31];
    assign read_data_1 = memory[read_reg_1];
    assign read_data_2 = memory[read_reg_2];
    integer i;
    always @(posedge clk)
    begin
        if(rst) begin
            for (i = 0; i < 32; i = i + 1) begin
                memory[i] <= i;
            end
        end
        else begin
            if (write_en) begin
                memory[write_reg] <= write_data;
            end
        end
    end
endmodule
==> run.sh <==
#!/bin/bash
# OpenROAD 26Q1-2900-gdf79404cd8, Yosys 0.63+post, stock flow scripts
make -C /OpenROAD-flow-scripts/flow DESIGN_CONFIG=/design/flow/config.mk WORK_HOME=/design/flow/orfs finish
==> config.mk <==
export PLATFORM = sky130hd
export DESIGN_NAME = rfile
export DESIGN_NICKNAME = rfile
export VERILOG_FILES = /design/flow/design.v
export SDC_FILE = /design/flow/constraint.sdc
export NUM_CORES = 4
export LEC_CHECK = 1
export CORE_UTILIZATION = 50
==> constraint.sdc <==
current_design rfile

set clk_period 9.6
set clk_io_pct 0.2

create_clock -name clk0 -period $clk_period [get_ports {clk}]

set non_clock_inputs [all_inputs -no_clocks]
set_input_delay [expr $clk_period * $clk_io_pct] -clock clk0 $non_clock_inputs
set_output_delay [expr $clk_period * $clk_io_pct] -clock clk0 [all_outputs]
==> out/results.ini <==
[worst_setup_path]
cp-end-kind = primary output
startpoint = read_reg_2[0]
start_kind = primary input
cp_max_fo = 78
crit_type = in2out
worstPathRequired_ps = 7680
cp_data_arrival_time_ps = 5370

[final_timing]
max_slew.worst_pin.slew_ps = 954
fin_crit_ps = 7290
fin_tns_setup_ps = 0
rsz0062_at_grt = false
report.final.slew_viol_count = 0
final.setup.worst_slack_ps = 2310
setup_viol = 0
hold_viol = 0
fmax_mhz = 137
fin_crit_sh_pct = 75.9
slew_headroom_pct = 36.2

[drt]
drc = 0
wl_per_cell_um = 32.0
wl_mm = 198
vias = 38400
firstDrtPassIters = 5
ant_nets = 0
vias_per_cell = 6.22
drt-initial-drc-count = 2783

[layout]
top_regs = memory x1024
syn_to_final_growth_pct = 10.7
design_area_mm2 = 0.0620
drive_gt1_share_pct = 8.41
top_register = memory
final_util_pct = 55.9
largest_reg_flops = 1024

[global_routing]
grt_pass1_vias = 38800
antenna_found_initial = 11
grt_usage_pct = 38.2
grt_overflow = 0
grt_pass1_wl_mm = 279
grt_start_max_net_pins = 86

[floorplanning]
fp.dieH_um = 337
die_x_um = 337
dieArea_mm2 = 0.113
rows = 122
design.core.area_mm2 = 0.111
io_pins = 114
fp_util_pct = 50.6

[clocking]
cts_root_buf = clkbuf_16
cts_sinks = 1024
cts_resized = 0
cts_tree = done
clk_path_buf_depth = 3
cts_setup_buffers = 0
htree_levels = 3
ctsHoldBuffers = 0
numCtsBuffers = 113
clkTransAtPathRegs_ps = 50

[power_and_ir_drop]
p_leak_nw = 23.9
vdd_drop_max_mv = 0.130
p_per_area_mw_per_mm2 = 173
total_power_mw = 10.7

[yosys]
synthCells = 4656
ys_types = 27
yosys.area.top_type = edfxtp_1
area_leaders = edfxtp_1 55%, mux2i_1 18%, and2_1 11%
top_area_share_pct = 54.9
ys_seq_share_pct = 54.9
avgSynthCellArea_um2 = 12.0
ys_cells = 4656
synth-seq-cells = 1024
yosys_area_mm2 = 0.0560
syn_area_mm2 = 0.0560
ys.warnings.count = 1

[place]
dp_hpwl_mm = 108
dpl-instance-area_mm2 = 0.0585
dp_slack_ps = 2410
gp_congestion = 0.905
io_buffers = 113

[worst_hold_path]
min_path_type = in2reg
hold_path_end = memory[29][12]$_SDFFCE_PN0P_
min_path_cells = 2
hp-start = write_data[12]

[flow_run]
tool_warnings = 26
cap_violations = 0

[status]
status = completed

-- critical path, cell delays in order --
cell             delay (ps)
clkdlybuf4s50_1         700
nor2b_4                 240
buf_12                  430
buf_4                   720
a22o_1                  230
nor3_1                   60
a31oi_1                 410
nand3_1                 180
clkdlybuf4s50_1         450
-- worst max path at each step --
stage / end / slack [ps] / depth (start not counted)
CTS: read_data_2[25] / 2410 / 9
global route: read_data_2[15] / 2210 / 9
finish: read_data_2[15] / 2310 / 9
-- area by class of cell --
type | count | area [um^2]
diodes | 23 | 57.6
clock inverters | 53 | 350
flip-flops and latches | 1024 | 30700
repair buffers | 270 | 2490
fillers | 8995 | 48800
multi-input cells | 3168 | 23400
well taps | 1488 | 1860
clock buffers | 146 | 3080
-- where the power goes --
group	internal, mW	total [mW]	leakage [nW]	switching [mW]
registers	5.16	5.28	9.78	0.114
clock network	2.34	4.12	1.69	1.78
logic	0.469	1.31	12.4	0.838
total	7.97	10.7	23.9	2.74
-- layout by cell type, fill, tap and decap left out, types with 34 or more instances in the layout --
master              n
clkdlybuf4s50_1   110
a31oi_1            64
nand2_1           194
edfxtp_1         1024
clkbuf_16         119
buf_4             143
or3_1              82
or2_2              34
nand3_1           193
a21oi_1           192
a22o_1            128
nor2_4             34
a22oi_1           192
and2_1            944
mux2i_1          1024
nor3_1             64
-- synth_stat cells, drive strengths merged --
library cell,number
nand3b,4
and2,946
or3,82
buf,165
nor2,36
nand3,194
or3b,2
nor3,64
a21oi,192
a22o,128
a22oi,192
edfxtp,1024
nor2b,5
nand2,196
clkbuf,299
a31oi,64
mux2i,1024
or2,34
nand2b,5
-- per-stage QoR --
stage | hold WS, ps | instances
after floorplan | 2100 | 4656
after global placement | 2680 | 5950
after detailed placement | 2680 | 5950
after CTS | 1940 | 6149
after global routing | 2000 | 6157
final | 1960 | 6172
-- layer usage --
layer  routed length (um)  global-route usage [%]
met1                72600                    51.8
met2                87600                    54.0
met3                29500                    22.9
met4                 7500                    11.6
met5                  296                    3.32
-- cells by family (layout without fill, tap and decap cells) --
group | count (synthesis) | count (layout) | share of synthesized area (%)
simple gates | 1568 | 1568 | 16.0
buf+inv | 464 | 469 | 3.81
compound gates | 576 | 576 | 7.00
mux | 1024 | 1024 | 18.3
flops | 1024 | 1024 | 54.9
other cells | 0 | 23 | 0
Power is estimated from default activity; no workload was simulated.

--- config.mk ---
export PLATFORM = sky130hd
export DESIGN_NAME = add
export DESIGN_NICKNAME = add
export VERILOG_FILES = /design/flow/design.v
export SDC_FILE = /design/flow/constraint.sdc
export NUM_CORES = 4
export LEC_CHECK = 1
export CORE_AREA = 10 10 82 82
export DIE_AREA = 0 0 92 92
--- constraint.sdc ---
current_design add

set clk_period 23.4
set clk_io_pct 0.2

create_clock -name clk0 -period $clk_period

set non_clock_inputs [all_inputs -no_clocks]
set_input_delay [expr $clk_period * $clk_io_pct] -clock clk0 $non_clock_inputs
set_output_delay [expr $clk_period * $clk_io_pct] -clock clk0 [all_outputs]
--- design.v ---
module add
(
	input		[31:0]	srca, srcb,
	output 	[31:0]	sum
);
	reg		[31:0]	carrychain;
	integer				k;
	wire	[31:0]	g = srca & srcb;
	wire	[31:0]	p = srca ^ srcb;
	always @ (srca or srcb or p or g)
		begin: carry_generation
		integer	k;
		carrychain[0] = g[0] + (p[0] & 1'b0);
		for (k = 1; k <= 31; k = k+1)
			begin
				carrychain[k] = g[k] | (p[k] & carrychain[k-1]);
			end
		end
		wire	[32:0]	shiftedcarry = {carrychain, 1'b0};
		assign	sum = p ^ shiftedcarry;
endmodule
--- run.sh ---
#!/bin/bash
# OpenROAD 26Q1-2900-gdf79404cd8, Yosys 0.63+post, stock flow scripts
make -C /OpenROAD-flow-scripts/flow DESIGN_CONFIG=/design/flow/config.mk WORK_HOME=/design/flow/orfs finish
==> notes.md <==
run metrics: routability-driven placement congestion ratio 0.8123, met2 wirelength from detailed routing 1.321 mm, max-cap check violation count 0, share of final-layout standard cells stronger than drive strength 1 0, cell with the most instances after synthesis sky130_fd_sc_hd__fa_1, minimum setup slack after placement 641.1 ps, synth unique cells 3, die area 8464 um2, required time at the endpoint of the critical path 18720 ps, top post-synthesis cells by area sky130_fd_sc_hd__fa_1 94%, sky130_fd_sc_hd__xor3_1 3.7%, sky130_fd_sc_hd__ha_1 2.0%, Post CTS Setup Buffer Count 0, count of tool warnings 32, cell count listed in synth_stat.txt 32, worst-case vdd ir drop 0.01074 mV, std cell rows 26, leading post-synthesis cells by instance count 30 x sky130_fd_sc_hd__fa_1, 1 x sky130_fd_sc_hd__ha_1, 1 x sky130_fd_sc_hd__xor3_1, post-synthesis chip area from yosys 636.9 um2, post-route fraction of the period consumed by the critical path 0.9711, total net switching power 0.00001207 W, number of placed I/O pins 96, layout sequential cell count 0, Post-Route M1 WL 1.316 mm, routed length per placed instance 17.56 um, largest net degree at the start of global routing 2, slowest stage cell, crit path sky130_fd_sc_hd__clkdlybuf4s50_1, final setup margin 675.7 ps, antenna cells 0, share of power burned in the clock network 0, uppermost signal routing layer after detailed routing met3, Max-slew headroom 0.8971, global-route congestion overflow total 0, worst stage delay on the critical path 480 ps, worst slew pin tran 153.9 ps, leading area contributor after synthesis sky130_fd_sc_hd__fa_1, area grow syn2layout 164.6%, final-layout setup total negative slack 0 ps, number of antenna violations at the first check in global routing 0, Synth Seq Share 0, setup violators final 0, non-filler cells in the finished layout 198, mean cell area of the mapped netlist 19.90 um2, post-detailed-route count of antenna-violating nets 0, highest clock frequency the design can meet 44.01 MHz, Total Routing Usage GR 0.07902, number of warnings reported in the yosys synthesis log 1, horizontal extent of the die 92 um, sequential share of power 0, dominant cell type by count on the critical path sky130_fd_sc_hd__fa_1, Leak 0.6190 nW, Worst Path Max Fanout 1, final hold violation count 0, initial DRC count 0, count of mapped cells out of synthesis 32, switching power share of the total 0.2636, Buffers on Ports 96, CORE AREA 5075 um2, unrepaired setup endpoints after global routing false, class of the most critical setup path in2out, initial core utilization 0.1255, # placed instances 198, via count of the first global-routing pass 889, internal power summed over all cells 0.00003370 W, DRC errors left 0, Hold Crit Class in2out, via total after detailed routing 707, clock buf count 0, Post-CTS Resized 0, flip-flop and latch area 0 um2, power density over the cells 27.16 nW/um2, synthesized area 636.9 um2, final tally of max-slew violations 0, CTS Hold Bufs 0, Largest type area fraction 0.9430, endpoint kind of the worst setup timing path primary output, Die Height 92 um, drt via density 3.571, DR WL met3 839 um, shortest period the worst path allows 22720 ps, run status complete, no violations, arrival time at the worst endpoint 18040 ps, iteration count of the initial detailed-routing pass 1, launching element type of the critical path primary input, total detailed-routing wirelength 3.477 mm, part of the power in combinational logic 1.000, global-route wire length before repair 5.154 mm
cells by family after synthesis:
family,after synthesis,share of synthesized area
xor gates and xnor gates,1,0.03732
adders and majority gates,31,0.9627
area by class of cell:
| type | instances | area (um2) |
|---|---|---|
| repair buffers | 96 | 960.9 |
| well taps | 70 | 87.58 |
| multi-input cells | 32 | 636.9 |
| fillers | 529 | 3390 |
placed cells by master (no fill, tap or decap):
master,instances
sky130_fd_sc_hd__clkdlybuf4s50_1,96
sky130_fd_sc_hd__xor3_1,1
sky130_fd_sc_hd__fa_1,30
sky130_fd_sc_hd__ha_1,1
final timing paths:
path,from,slack [ps],cells after the start,to
worst max-delay path,srca[0],680,34,sum[31]
worst min-delay path,srca[31],10380,3,sum[31]
metal layers:
metal / vias to the layer above / GRT usage
li1: 290 / -
met1: 320 / 0.08530
met2: 97 / 0.1218
met3: 0 / 0.07084
met4: 0 / 0
met5: - / 0
critical path, delay by kind of cell:
| kind | cells | cell delay, ps |
|---|---|---|
| XOR/XNOR | 1 | 380 |
| buffers and inverters | 2 | 880 |
| adder cells (fa/ha/maj) | 31 | 12080 |
stage by stage:
stage                 power (W)    util  area (um2)  hold WS [ps]
floorplan           0.000004683       -       636.9          9432
global placement     0.00004689  0.3321        1685         10370
detailed placement   0.00004719  0.3321        1685         10370
CTS                  0.00004733  0.3321        1685         10380
global route         0.00005128  0.3321        1685         10400
finish               0.00004577  0.3321        1685         10380
power by group through the flow:
stage	logic [W]	clock network, W	registers, W
6_report	0.0000458	0	0
5_1_grt	0.0000513	0	0
4_1_cts	0.0000473	0	0
No activity file was given, so power comes from the tool's default toggle rates.

==> flow/design.v <==
`timescale 1ns/1ps
module imem(Instruction,clk, Address );
input clk;
input [4:0] Address;
output reg[31:0] Instruction;
reg [31:0] words[0:31];  
initial
	begin
		words[0]  = 00;
		words[1]  = 00;
		words[2]  = 00;		
		words[4]  = 32'h622020;     
		words[8]  = 32'hac440000;   
		words[12] = 32'h8c450000;   
		words[16] = 32'h623022;     
		words[20] = 32'h623824;     
	end
always@(posedge clk)
	begin
		Instruction <= words[Address];
	end
endmodule
==> flow/run.sh <==
#!/bin/bash
# OpenROAD 26Q1-2900-gdf79404cd8, Yosys 0.63+post, stock flow scripts
make -C /OpenROAD-flow-scripts/flow DESIGN_CONFIG=/design/flow/config.mk WORK_HOME=/design/flow/orfs finish
==> flow/config.mk <==
export PLATFORM = sky130hd
export DESIGN_NAME = imem
export DESIGN_NICKNAME = imem
export VERILOG_FILES = /design/flow/design.v
export SDC_FILE = /design/flow/constraint.sdc
export NUM_CORES = 4
export LEC_CHECK = 1
export CORE_AREA = 10 10 70 70
export DIE_AREA = 0 0 80 80
==> flow/constraint.sdc <==
current_design imem

set clk_period 1.0
set clk_io_pct 0.2

create_clock -name clk0 -period $clk_period [get_ports {clk}]

set non_clock_inputs [all_inputs -no_clocks]
set_input_delay [expr $clk_period * $clk_io_pct] -clock clk0 $non_clock_inputs
set_output_delay [expr $clk_period * $clk_io_pct] -clock clk0 [all_outputs]
==> flow_summary_export.csv <==
group,metric,value,unit
outcome,outcome,"finished clean",
final_timing,finalCritPeriodShare,0.946,
final_timing,rsz0062_at_grt,"no",
clocking,cts_hold_buffers,0,
placed_design,dp_cells,100,
pwr,p_sw_frac,0.188,
worst_setup_path,required,800,ps
floorplan,core_area,3420,um^2
worst_setup_path,end_kind,"output port",
routing,wl,834,um
worst_setup_path,slowest_stage,"dfxtp_2",
routing,post-route-drc-count,0,
clocking,cts_setup_buffers,0,
floorplan,ios,38,
clocking,clockBufferDepth,2,
pwr,ir_drop,0.291,mV
grt,grt_use_total,0.0209,
synthesis,yosys_warnings,1,
floorplan,fp_util,0.116,
synthesis,synth_area_per_cell,9.70,um^2
final_timing,hold_ws,567,ps
clocking,cts_tree,"built",
synthesis,syn_inst,41,
grt,grt_pass1_vias,272,
routing,vias,239,
finish,drive_gt1_frac,0.386,
floorplan,chipHeight,80,um
placed_design,dpl-instance-area,538,um^2
routing,avgRoutedWirePerCell,8.10,um
floorplan,num_rows,21,
final_timing,setup_tns,0,ps
clocking,cts.sinks,8,
placed_design,dpl.hpwl,749,um
pwr,p_int,0.528,mW
job,maxCapViolations,0,
pwr,p_comb_frac,0.116,
pwr,power,0.650,mW
worst_setup_path,cp.arrival,750,ps
clocking,clkTransAtPathRegs,50,ps
pwr,p_leak,0.255,nW
final_timing,setup_viol,0,
grt,grt_max_degree,6,
finish,final_cell_mix,"conb_1, clkdlybuf4s15_1, clkbuf_2",
worst_setup_path,path_delay_family,"flip-flops",
routing,dr.pass1.iters,2,
synthesis,synth_chip_area,398,um^2
routing,drt_iter0_markers,20,
synthesis,ys_cells,41,
job,warnings,28,
grt,grt_first_pass_wirelength,1.14,mm
finish,largest_reg_flops,8,
clocking,numCtsBuffers,3,
placed_design,place_ws,-151,ps
clocking,cts_root_buf,"clkbuf_4",
placed_design,numPortBuffers,18,
synthesis,syn_area,398,um^2
final_timing,fin_ws,54.2,ps
finish,final_core_util,0.156,
worst_hold_path,hold_class,"input port to flip-flop",
floorplan,chipArea,6400,um^2
routing,ant_nets,0,
finish,fin_area,532,um^2
finish,max_flop_register,"Instruction",
synthesis,ys_types,10,
finish,stdcell_count,103,
worst_setup_path,crit_start,"Instruction[27]",
worst_setup_path,path_buffers,1,
grt,antenna_found_initial,0,
final_timing,finalCriticalPeriod,946,ps
routing,antenna_cells,0,
synthesis,ys_ff,8,
final_timing,fmax,1060,MHz
pwr,seqPwrFrac,0.531,
final_timing,slew_violations,0,
grt,grt-ovfl-total,0,
worst_hold_path,min_from,"Address[3]",
routing,wirelength_met1,313,um
routing,via_per_inst,2.32,
pwr,powerDensity,1220,nW/um^2
finish,final_common_cell,"conb_1",
worst_setup_path,worstPathCellList,"clkdlybuf4s15_1",
pwr,clkPwrFrac,0.353,
finish,reg_top3,"Instruction x8",
synthesis,seq_area_frac_synth,0.403,
routing,top_layer,"met3",
routing,wl_met2,423,um
worst_setup_path,worstSetupPathType,"flip-flop to output port",
worst_setup_path,cp_max_fo,4,
worst_setup_path,max_stage_delay,340,ps
placed_design,finalWeightedCongestion,0.635,
routing,dr_wl_met3,97,um
final_timing,hold_violations,0,
worst_setup_path,worst_setup_path_start_kind,"flip-flop",
finish,area_growth_syn_to_layout,33.6,%
floorplan,die_x,80,um
pwr,p_sw,0.122,mW
clocking,htreeDepth,1,
cell families after synthesis:
family | count (synthesis) | share of synthesized area
buffers and inverters | 25 | 0.462
DFF | 8 | 0.403
and+or+nand+nor | 6 | 0.104
AOI/OAI and AO/OA | 1 | 0.0220
other | 1 | 0.00942
routing by layer:
layer | global-route usage | vias to the layer above
met5 | 0 | -
met4 | 0.00704 | 0
met3 | 0.0114 | 0
met2 | 0.0329 | 18
met1 | 0.0234 | 105
li1 | - | 116
area by class of cell:
type                            instances  area (um^2)
Inverter                                1         3.75
Timing Repair Buffer                   21          168
Clock buffer                            3         22.5
Fill cell                             391         2880
Tap cell                               46         57.6
Sequential cell                         8          166
Multi-Input combinational cell         24          114
synth_stat cells:
cell type  count  area share
and2_2         2       0.038
dfxtp_1        8        0.40
conb_1         1      0.0094
buf_4         24        0.45
or3_1          1       0.016
inv_1          1      0.0094
and2b_2        1       0.022
nor2b_1        1       0.016
nor3_1         1       0.013
a21o_2         1       0.022
power by group through the flow:
stage	registers (mW)	clock network [mW]	logic, mW
4_1_cts	0.344	0.243	0.0837
5_1_grt	0.347	0.275	0.0859
6_report	0.345	0.230	0.0752
timing repair:
| item | 4_1_cts | 5_1_grt |
|---|---|---|
| gates cloned | 0 | 0 |
| hold endpoints to repair | 0 | 0 |
| resized | 23 | 19 |
| setup endpoints to repair | 15 | 15 |
worst paths after layout:
path / depth (start not counted) / endpoint / slack (ps)
worst max-delay path: 1 / Instruction[18] / 50
worst min-delay path: 3 / Instruction[29] / 570
Power figures rest on the tool's default switching activity, not on a simulated workload.
